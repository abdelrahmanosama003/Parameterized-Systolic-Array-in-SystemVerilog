==> design/flow/design.v <==
module systolic_array #(
    parameter DATAWIDTH = 16,
    parameter N_SIZE = 5
)(
    input  logic                             clk,
    input  logic                             rst_n,
    input  logic                             valid_in,
    input  logic signed [(DATAWIDTH-1) :0]   matrix_a_in [(N_SIZE-1) :0],
    input  logic signed [(DATAWIDTH-1) :0]   matrix_b_in [(N_SIZE-1) :0],
    output logic                             valid_out,
    output logic signed [(2*DATAWIDTH)-1 :0] matrix_c_out [(N_SIZE-1) :0]
);
localparam MAC_PHASE_CYCLES  = N_SIZE + 2;
localparam VALID_OUT_START   = (2 * N_SIZE) - 1;
localparam TOTAL_CYCLES      = (3 * N_SIZE) - 1;
logic signed [(DATAWIDTH-1) :0] A_reg [(N_SIZE-1) :0][(N_SIZE-1) :0];
logic signed [(DATAWIDTH-1) :0] B_reg [(N_SIZE-1) :0][(N_SIZE-1) :0];
logic signed [(DATAWIDTH*2)-1 :0] partial_sum [(N_SIZE-1) :0][(N_SIZE-1) :0];
logic [$clog2(4*N_SIZE) :0] cycle_count, reg_idx, counter;
logic valid_in_d, valid_in_rise;
always_ff @(posedge clk or negedge rst_n) begin
    if (!rst_n)
        valid_in_d <= 1'b0;
    else
        valid_in_d <= valid_in;
end
assign valid_in_rise = valid_in & ~valid_in_d;
always_ff @(posedge clk or negedge rst_n) begin
    if (!rst_n)
        counter <= 'b0;
    else if (counter < TOTAL_CYCLES)  
        counter <= counter + 'b1;
end
always_ff @(posedge clk or negedge rst_n) begin
    if (!rst_n) begin
        cycle_count <= 'b0;
        for (int i = 0; i < N_SIZE; i++) begin
            for (int j = 0; j < N_SIZE; j++) begin
                A_reg[i][j] <= 'b0;
                B_reg[i][j] <= 'b0;
            end
        end
    end else if (valid_in && cycle_count < N_SIZE) begin
        for (int row = 0; row < N_SIZE; row++)
            A_reg[row][cycle_count] <= matrix_a_in[row];
        for (int col = 0; col < N_SIZE; col++)
            B_reg[cycle_count][col] <= matrix_b_in[col];
        cycle_count <= cycle_count + 'b1;
    end
end
always_ff @(posedge clk or negedge rst_n) begin
    if (!rst_n) begin
        reg_idx <= 'b0;
        for (int i = 0; i < N_SIZE; i++) begin
            for (int j = 0; j < N_SIZE; j++) begin
                partial_sum[i][j] <= 'b0;
            end
        end
    end else begin
        if (counter < MAC_PHASE_CYCLES) begin
            partial_sum[0][0] <= partial_sum[0][0] + (matrix_a_in[0] * matrix_b_in[0]);
            for (int row = 0; row < N_SIZE; row++) begin
                for (int col = 0; col < N_SIZE; col++) begin
                    if (!(row == 0 && col == 0)) begin
                        partial_sum[row][col] <= partial_sum[row][col] + (A_reg[row][reg_idx] * B_reg[reg_idx][col]);
                    end
                end
            end
        end
        if (valid_in_rise)
            reg_idx <= 'b0;
        else if (reg_idx < (N_SIZE-1))
            reg_idx <= reg_idx + 'b1;
    end
end
always_comb begin
    valid_out = (counter >= VALID_OUT_START && counter < TOTAL_CYCLES) ? 1'b1 : 1'b0;
    for (int i = 0; i < N_SIZE; i++) begin
        matrix_c_out[i] = valid_out ? partial_sum[counter - VALID_OUT_START][i] : 'b0;
    end
end
endmodule 
==> design/flow/run.sh <==
#!/bin/bash
# OpenROAD 26Q1-2900-gdf79404cd8, Yosys 0.63+post, stock flow scripts
make -C /OpenROAD-flow-scripts/flow DESIGN_CONFIG=/design/flow/config.mk WORK_HOME=/design/flow/orfs finish
==> design/flow/config.mk <==
export PLATFORM = sky130hd
export DESIGN_NAME = systolic_array
export DESIGN_NICKNAME = systolic_array
export VERILOG_FILES = /design/flow/design.v
export SDC_FILE = /design/flow/constraint.sdc
export NUM_CORES = 4
export LEC_CHECK = 1
export CORE_UTILIZATION = 50
export SYNTH_HDL_FRONTEND = slang
==> design/flow/constraint.sdc <==
current_design systolic_array

set clk_period 86.8
set clk_io_pct 0.2

create_clock -name clk0 -period $clk_period [get_ports {clk}]

set non_clock_inputs [all_inputs -no_clocks]
set_input_delay [expr $clk_period * $clk_io_pct] -clock clk0 $non_clock_inputs
set_output_delay [expr $clk_period * $clk_io_pct] -clock clk0 [all_outputs]
==> reports/summary.json <==
{
  "status": {"value": "completed"},
  "floorplan.io_pins": {"value": 324},
  "mappedNetlistArea": {"value": 335400, "unit": "um^2"},
  "synth_cells": {"value": 35960},
  "finalSetupTns": {"value": 0, "unit": "ps"},
  "reg2reg_slack": {"value": 74860, "unit": "ps"},
  "rr_startpoint": {"value": "reg_idx[2]"},
  "finalHoldViolCount": {"value": 0},
  "first_pass_grt_wire_length": {"value": 2048000, "unit": "um"},
  "initial_core_util": {"value": 50.23, "unit": "%"},
  "timing_worst_setup_path_type": {"value": "flop to primary output"},
  "slew_headroom": {"value": 4.984, "unit": "%"},
  "clk_latency": {"value": 1070, "unit": "ps"},
  "timing.hold.worst.class": {"value": "flop to flop"},
  "firstDrtPassIters": {"value": 9},
  "final_cells": {"value": 44980},
  "enable_flop_cells": {"value": 0},
  "number_of_global_route_vias_before_repair": {"value": 272200},
  "die-area": {"value": 674100, "unit": "um^2"},
  "routed_wire_length_per_instance": {"value": 31.81, "unit": "um"},
  "timing.clock.skew": {"value": 144.7, "unit": "ps"},
  "yosys.area.top_type_share": {"value": 43.57, "unit": "%"},
  "largest_register_ffs": {"value": 800},
  "yosysWarnings": {"value": 0},
  "cts_htree_levels": {"value": 4},
  "worst_setup_hold_path_clk_slew": {"value": 60, "unit": "ps"},
  "route.detailed.drc": {"value": 0},
  "lay_top_cells": {"value": "sky130_fd_sc_hd__inv_1 (8320), sky130_fd_sc_hd__fa_1 (7300), sky130_fd_sc_hd__nand2_1 (4496), sky130_fd_sc_hd__nor2_1 (3674), sky130_fd_sc_hd__ha_1 (2455)"},
  "rr_endpoint": {"value": "partial_sum[349]"},
  "grt-ovfl-total": {"value": 0},
  "use_met3": {"value": 38.60, "unit": "%"},
  "placed_instances": {"value": 44410},
  "grt_busiest_layer": {"value": "met2"},
  "cts_tree": {"value": "built"},
  "clock_tree.buffer_depth": {"value": 4},
  "postSynthRegisterBits": {"value": 1619},
  "yosys-stat-cells": {"value": 35960},
  "cp_max_fo": {"value": 28},
  "final-max-slew-violation-count": {"value": 0},
  "layout.cells.most_common": {"value": "sky130_fd_sc_hd__inv_1"},
  "nFillCells": {"value": 59740},
  "avgSynthCellArea": {"value": 9.328, "unit": "um^2"},
  "fp.dieH": {"value": 821.1, "unit": "um"},
  "area_growth_syn_to_layout": {"value": 7.680, "unit": "%"},
  "drt-total-wl": {"value": 1431000, "unit": "um"},
  "setup-violations-final": {"value": 0},
  "timing.critical_path.to_type": {"value": "primary output"},
  "rsz0062_at_grt": {"value": "no"},
  "cts.repair_timing.setup_buffer_count": {"value": 0},
  "ys_area": {"value": 335400, "unit": "um^2"},
  "tightestPinTransition": {"value": 1420, "unit": "ps"},
  "postSynth.asyncResetShare": {"value": 100.0, "unit": "%"},
  "gpl.final_weighted_congestion": {"value": 1.083},
  "timing.critical_path.from_type": {"value": "flop"},
  "cp.required": {"value": 69440, "unit": "ps"},
  "area_leader_netlist": {"value": "sky130_fd_sc_hd__fa_1"},
  "log.warning_count": {"value": 45},
  "detail_route.iter0.violations": {"value": 14810},
  "grt_max_degree": {"value": 155},
  "port_buffers": {"value": 323},
  "fraction_of_layout_instances_using_a_drive_strength_above_1": {"value": 7.622, "unit": "%"},
  "grt.met1_usage": {"value": 59.01, "unit": "%"},
  "ant_nets": {"value": 0},
  "top_cells_by_area": {"value": "sky130_fd_sc_hd__fa_1 (44%), sky130_fd_sc_hd__dfrtp_1 (12%), sky130_fd_sc_hd__inv_1 (9.3%)"},
  "floorplan.die.width": {"value": 821.1, "unit": "um"},
  "reg2reg_depth": {"value": 31},
  "clock_sink_count": {"value": 1619},
  "cts_repair_resize_count": {"value": 0},
  "critical_path_arrival": {"value": 6410, "unit": "ps"},
  "final_min_period_over_clock_period": {"value": 27.39, "unit": "%"},
  "drv.max_cap_violation_count": {"value": 0},
  "route.vias.total": {"value": 252800},
  "grt_antenna_before_repair": {"value": 190},
  "flop_cell": {"value": "sky130_fd_sc_hd__dfrtp_1"},
  "tritoncts.num_buffers": {"value": 212},
  "hold_path_cell_cnt": {"value": 0},
  "total_half_perimeter_wirelength_after_legalization_and_detailed_placement": {"value": 1139000, "unit": "um"},
  "num_rows": {"value": 300},
  "placeableCoreArea": {"value": 667800, "unit": "um^2"},
  "hold_end": {"value": "cycle_count[5]"},
  "cts.hold.buffers_added": {"value": 0},
  "grt.met2_usage": {"value": 59.04, "unit": "%"},
  "root_buffer": {"value": "sky130_fd_sc_hd__clkbuf_16"},
  "track_usage": {"value": 47.29, "unit": "%"},
  "synth.distinct_cells": {"value": 104},
  "max_clk_rate": {"value": 42.07, "unit": "MHz"},
  "timing.hold.worst.start": {"value": "cycle_count[5]"},
  "finalCriticalPeriod": {"value": 23770, "unit": "ps"},
  "synth_seq_share": {"value": 12.08, "unit": "%"},
  "vias_per_cell": {"value": 5.619}
}
-- worst max-delay path, stage by stage, from the launching register on --
cell and delay [ps]:
sky130_fd_sc_hd__dfrtp_4 720, sky130_fd_sc_hd__inv_1 150, sky130_fd_sc_hd__ha_4 630, sky130_fd_sc_hd__buf_4 490, sky130_fd_sc_hd__buf_4 580, sky130_fd_sc_hd__buf_4 450
sky130_fd_sc_hd__mux4_2 330, sky130_fd_sc_hd__nand2_1 70, sky130_fd_sc_hd__a21oi_1 690, sky130_fd_sc_hd__clkdlybuf4s50_1 1150
-- Yosys cell counts (41+ instances only) --
library cell / instances
sky130_fd_sc_hd__o22a_1: 78
sky130_fd_sc_hd__buf_2: 281
sky130_fd_sc_hd__or3_1: 41
sky130_fd_sc_hd__nor2b_1: 86
sky130_fd_sc_hd__dfrtp_1: 1619
sky130_fd_sc_hd__a211oi_1: 66
sky130_fd_sc_hd__o21a_1: 75
sky130_fd_sc_hd__o21bai_1: 86
sky130_fd_sc_hd__xor2_1: 349
sky130_fd_sc_hd__nor3_1: 92
sky130_fd_sc_hd__a21o_1: 408
sky130_fd_sc_hd__and2_1: 122
sky130_fd_sc_hd__nand2_1: 4496
sky130_fd_sc_hd__and3_1: 60
sky130_fd_sc_hd__buf_1: 252
sky130_fd_sc_hd__xnor2_1: 648
sky130_fd_sc_hd__nor2_1: 3674
sky130_fd_sc_hd__nand3_1: 264
sky130_fd_sc_hd__nand2b_1: 122
sky130_fd_sc_hd__a31oi_1: 65
sky130_fd_sc_hd__mux2i_1: 325
sky130_fd_sc_hd__o22ai_1: 80
sky130_fd_sc_hd__fa_1: 7300
sky130_fd_sc_hd__a21oi_1: 847
sky130_fd_sc_hd__ha_1: 2456
sky130_fd_sc_hd__o21ai_0: 974
sky130_fd_sc_hd__o31ai_1: 59
sky130_fd_sc_hd__clkbuf_1: 1291
sky130_fd_sc_hd__inv_1: 8324
sky130_fd_sc_hd__mux2_2: 810
sky130_fd_sc_hd__mux4_2: 164
-- cell type report --
cell class	instances	area [um^2]	area share (%)
multi-input combinational	24190	259000	71.70
sequential	1619	40530	11.22
inverter	8328	31270	8.657
timing repair buffer	1368	11270	3.120
tap	8909	11150	3.086
clock buffer	296	6033	1.670
clock inverter	98	1536	0.4254
antenna	175	437.9	0.1212
-- cells by family after synthesis --
group / after synthesis / share of synthesized area [%]
AND-OR/OR-AND: 3040 / 5.552
flip-flops: 1619 / 12.08
multiplexers: 1299 / 4.790
buffers and inverters: 10150 / 11.47
AND/OR/NAND/NOR: 9095 / 10.78
adder cells (fa/ha/maj): 9756 / 52.73
XOR/XNOR: 997 / 2.603
-- stage by stage --
step	utilization (%)	instance area (um^2)	setup slack, ps	hold WS, ps
after floorplan	-	335400	63490	421.4
after global placement	52.89	353200	62020	359.5
after detailed placement	52.89	353200	62150	360.8
after CTS	54.02	360800	63190	374.7
after global routing	54.05	360900	62890	384.3
final	54.09	361200	63030	373.9
-- worst max path at each step --
stage                   start          endpoint  slack, ps  cells after the start
CTS                counter[0]  matrix_c_out[65]      63190                      9
global route  matrix_b_in[15]   partial_sum[31]      62890                     23
finish             counter[0]  matrix_c_out[65]      63030                      9
-- per-layer routing --
layer / vias up / share of wire [%]
met5: - / 0.65
met2: 14270 / 40
li1: 106900 / -
met3: 3195 / 20
met1: 128000 / 34
met4: 328 / 6.6
